===== design/flow/run.sh =====
#!/bin/bash
# OpenROAD 26Q1-2900-gdf79404cd8, Yosys 0.63+post, stock flow scripts
make -C /OpenROAD-flow-scripts/flow DESIGN_CONFIG=/design/flow/config.mk WORK_HOME=/design/flow/orfs finish

===== design/flow/config.mk =====
export PLATFORM = sky130hd
export DESIGN_NAME = SIPO
export DESIGN_NICKNAME = SIPO
export VERILOG_FILES = /design/flow/design.v
export SDC_FILE = /design/flow/constraint.sdc
export NUM_CORES = 4
export LEC_CHECK = 1
export CORE_UTILIZATION = 40

===== design/flow/constraint.sdc =====
current_design SIPO

set clk_period 1.5
set clk_io_pct 0.2

create_clock -name clk0 -period $clk_period [get_ports {clk}]

set non_clock_inputs [all_inputs -no_clocks]
set_input_delay [expr $clk_period * $clk_io_pct] -clock clk0 $non_clock_inputs
set_output_delay [expr $clk_period * $clk_io_pct] -clock clk0 [all_outputs]

===== design/flow/design.v =====
module SIPO(
  input clk,
  input rst,
  input [15:0] fir_d,
  input fir_valid,
  output reg [15:0] fir_d_para0,
  output reg [15:0] fir_d_para1,
  output reg [15:0] fir_d_para2,
  output reg [15:0] fir_d_para3,
  output reg [15:0] fir_d_para4,
  output reg [15:0] fir_d_para5,
  output reg [15:0] fir_d_para6,
  output reg [15:0] fir_d_para7,
  output reg [15:0] fir_d_para8,
  output reg [15:0] fir_d_para9,
  output reg [15:0] fir_d_para10,
  output reg [15:0] fir_d_para11,
  output reg [15:0] fir_d_para12,
  output reg [15:0] fir_d_para13,
  output reg [15:0] fir_d_para14,
  output reg [15:0] fir_d_para15,
  output fir_para_valid
);
  reg [15:0] mem[15:0];
  reg [4:0] cnt;
  assign fir_para_valid = (cnt == 5'd16);
  always@(posedge clk)begin
    if(rst)
      cnt <= 'd0;
    else if(cnt >= 5'd16)
      cnt <= cnt;
    else if(fir_valid)
      cnt <= cnt + 1;
  end
  always@(posedge clk)begin
    if(rst)begin
      mem[0] <= 16'd0;
      mem[1] <= 16'd0;
      mem[2] <= 16'd0;
      mem[3] <= 16'd0;
      mem[4] <= 16'd0;
      mem[5] <= 16'd0;
      mem[6] <= 16'd0;
      mem[7] <= 16'd0;
      mem[8] <= 16'd0;
      mem[9] <= 16'd0;
      mem[10] <= 16'd0;
      mem[11] <= 16'd0;
      mem[12] <= 16'd0;
      mem[13] <= 16'd0;
      mem[14] <= 16'd0;
      mem[15] <= 16'd0;
    end
    else if(fir_valid)begin     
      mem[15] <= fir_d;
      mem[14] <= mem[15];
      mem[13] <= mem[14];
      mem[12] <= mem[13];
      mem[11] <= mem[12];
      mem[10] <= mem[11];
      mem[9] <= mem[10];
      mem[8] <= mem[9];
      mem[7] <= mem[8];
      mem[6] <= mem[7];
      mem[5] <= mem[6];
      mem[4] <= mem[5];
      mem[3] <= mem[4];
      mem[2] <= mem[3];
      mem[1] <= mem[2];
      mem[0] <= mem[1];
    end
  end
  always@*begin
    fir_d_para0 = mem[0];
    fir_d_para1 = mem[1];
    fir_d_para2 = mem[2];
    fir_d_para3 = mem[3];
    fir_d_para4 = mem[4];
    fir_d_para5 = mem[5];
    fir_d_para6 = mem[6];
    fir_d_para7 = mem[7];
    fir_d_para8 = mem[8];
    fir_d_para9 = mem[9];
    fir_d_para10 = mem[10];
    fir_d_para11 = mem[11];
    fir_d_para12 = mem[12];
    fir_d_para13 = mem[13];
    fir_d_para14 = mem[14];
    fir_d_para15 = mem[15];
  end
endmodule

==> metrics.cfg <==
[synth]
top_cell_area_share=0.560
numSynthFlops=261
synthFlopType=dfxtp_1
syn_area_per_cell_sq_um=11.0
syn_inst=850
async_flop_share=0
synthTopCellsByCount=dfxtp_1 (261), nor2_1 (261), mux2i_1 (257)
synth.area.top_cells=dfxtp_1 (56%), mux2i_1 (28%), nor2_1 (11%), buf_6 (3.0%), buf_2 (0.97%)
syn_area_sq_um=9330
ys_seq_frac=0.560
synth-area-yosys_sq_um=9330
yosys-stat-cells=850
ys_types=19
synth_top_cell_by_area=dfxtp_1
edf_count=0
ys.warnings.count=2

[critical_path]
rrSetupSlack_ns=0.35
crit_path_start_kind=register
criticalPathCategory=register to primary output
worst-endpoint-required_ns=1.20
cp-startpoint=cnt[0]
path_max_fanout=2
r2r_cells=3
worstReg2RegEnd=cnt[3]
rr_startpoint=cnt[4]
crit_end=fir_para_valid
critical_path_arrival_ns=1.34
cp-end-kind=primary output

[sta]
clock.fmax_ghz=0.611
skew_ns=0.00971
worst_slew_pin_slew_ns=0.356
setup_viol=1
period_minus_slack_ns=1.64
slew_headroom=0.763
hold_viol_final=0
final.period_utilization=1.09
grt_setup_unrepaired=yes
fin_ws_ns=-0.137
slew_viol_final=0
holdWs_ns=0.183
setup_tns_ns=-0.137

[placed_design]
hpwl_um=15700
place_congestion=0.811
io_buffers=275

[routing]
drt_iter0_markers=346
wire_per_inst_um=15.7
totalWireLength_um=25500
route.detailed.drc=0
vias_per_cell=4.53
antenna_left=0
num_antenna_cells=0
dr.pass1.iters=4
vias=7343

[run]
drv_cap=0
warnings=28

[floorplanning]
coreArea_sq_um=22800
dieArea_sq_um=23900
fp_util=0.410
rows=55
io_pins=276
die_y_um=155
die_w_um=155

[hold_path]
worstHoldPathType=input port to register

[grt]
grt_pass1_vias=7213
grt_first_pass_wirelength_um=40400
grt_antenna_before_repair=0
globalRoute.totalOverflow=0
grt_use_total=0.222
grt_max_degree=59

[clock_network]
cts_root_buf=clkbuf_16
clock_path_buffers=3
cts_sinks=261
clk_pin_slew_ns=0.06
numCtsBuffers=29
cts_hold_buf=0
htree_num_levels=1
clkLatencyLatePin_ns=0.53
cts_tree=yes

[status]
outcome=finished, violations left
failed_checks=negative setup slack

[pwr]
ir_worst_vdd_uv=690
power.total_w=0.0147
power.leakage_nw=7.86
p_per_area_nw_per_um2=1010

[final_layout]
layout-drive-gt1-share=0.365
areaGrowthSynthToFinish_pct=56.4

==> cells in the final DEF, fill, tap and decap left out, types with 2 or more instances in the layout <==
master | synthesis | layout
clkbuf_16 | 0 | 29
clkdlybuf4s15_1 | 0 | 4
clkdlybuf4s50_1 | 0 | 16
mux2i_1 | 257 | 257
buf_4 | 4 | 175
clkbuf_2 | 0 | 2
clkbuf_8 | 0 | 11
dfxtp_2 | 0 | 226
clkinv_2 | 0 | 6
clkbuf_1 | 10 | 4
dfxtp_1 | 261 | 30
nor2_1 | 261 | 261
dlygate4sd2_1 | 0 | 250
inv_2 | 0 | 2
dfxtp_4 | 0 | 5
buf_12 | 0 | 15
==> state kept, by name, summed over array words and instances (netlist names) <==
register and cells:
cnt 5, mem 256
==> report_power, final <==
part	internal, W	switching, W	leakage [nW]	total [W]
clock network	0.00418	0.00275	0.472	0.00693
logic	0.000410	0.000384	5.16	0.000793
registers	0.00699	0.0000342	2.22	0.00702
total	0.0116	0.00316	7.86	0.0147
==> critical path: stages, from the launching register on <==
cell and delay [ns]:
dfxtp_2 0.32, inv_2 0.04, ha_2 0.15, nor4bb_4 0.17, buf_2 0.14
==> repair_timing <==
item                                    in CTS  in global routing
endpoints found under the setup margin     257                  9
setup buffers                              168                  0
pin swaps                                    1                  0
cloned                                       0                  0
resized                                    492                 16
==> per-stage QoR <==
step / instance area (sq um) / util / cells / setup WS, ns
2_1_floorplan: 9330 / - / 850 / 0.326
3_3_place_gp: 12400 / 0.544 / 1402 / -0.0666
3_5_place_dp: 12400 / 0.544 / 1402 / -0.0828
4_1_cts: 14600 / 0.640 / 1621 / -0.176
5_1_grt: 14600 / 0.641 / 1621 / -0.205
6_report: 14600 / 0.641 / 1621 / -0.137
==> metal layers <==
metal / vias up / part of all wire / track usage
met5: - / 0 / 0
met4: 0 / 0.013 / 0.0292
met3: 24 / 0.078 / 0.0674
met2: 197 / 0.46 / 0.348
met1: 3402 / 0.45 / 0.320
li1: 3720 / - / -
==> cell type report <==
class                      count  area [sq um]
timing repair buffer         465          4050
clock inverter                 8          67.6
sequential                   261          5530
tap                          313           392
clock buffer                  43           878
multi-input combinational    529          3670
inverter                       2          7.51
fill                        1874          8190
==> logic make-up (layout without fill, tap and decap cells) <==
logic type | Yosys count | after routing | share of synthesized area
compound gates | 1 | 1 | 0.000939
simple gates | 266 | 266 | 0.109
mux | 258 | 258 | 0.277
xor+xnor | 2 | 2 | 0.00188
flops | 261 | 261 | 0.560
fa+ha+maj | 2 | 2 | 0.00268
buf+inv | 60 | 518 | 0.0483
==> worst min-delay path by stage <==
stage                 startpoint         end  slack (ns)  cells after the start
after CTS                    rst  mem[13][4]        0.17                      2
final                        rst  mem[14][2]        0.18                      2
after global routing         rst  mem[7][15]        0.18                      2
No activity file was given, so power comes from the tool's default toggle rates.
